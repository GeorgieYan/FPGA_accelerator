===== design.v =====
`timescale 1ns / 1ps
module add #(
    parameter total_bits = 16,
    parameter fraction_bits = 12)(
    input [total_bits - 1:0] tem1,
    input [total_bits - 1:0] tem2,
    output [total_bits - 1:0] tem3
    );
    assign tem3 = tem1 + tem2;
endmodule
`timescale 1ns / 1ps
module mac_unit (
    input clk,
    input reset,
    input calculate,
    input [15:0] tem1,
    input [15:0] tem2,
    input [31:0] tem3,
    output reg [31:0] result
    );
    wire [31:0] add_sum;
    wire [31:0] mul_sum;
    multiply #(16,12) M(tem1, tem2, mul_sum);  
    add  #(16,12) A(mul_sum, tem3, add_sum);  
    always@(posedge clk, posedge reset) begin
        if(reset) 
            result <= 0;
        else if(calculate)
            result <= add_sum;        
    end
endmodule
`timescale 1ns / 1ps
module multiply #(
    parameter total_bits = 16,
    parameter fraction_bits = 12)(
    input [total_bits - 1:0] tem1,
    input [total_bits - 1:0] tem2,
    output [total_bits - 1:0] tem3,
    output [total_bits - 1:0] overflow
    );
	wire [2*total_bits - 1:0] result;	
	wire [total_bits - 1:0] multiplicand, multiplier, tem1_cmp, tem2_cmp;
	wire [total_bits - 2:0] quantized_result,quantized_result_cmp;
	assign overflow = (result[(2*total_bits - 2):(total_bits - 1 + fraction_bits)] > 0) ? 1'b1 : 1'b0;  
	assign tem1_cmp = {~tem1[total_bits - 1], ~tem1[total_bits - 2:0] + 1'b1};  
	assign tem2_cmp = {~tem2[total_bits - 1], ~tem2[total_bits - 2:0] + 1'b1};  
    assign multiplicand = (tem1[total_bits - 1]) ? tem1_cmp : tem1;  
    assign multiplier   = (tem2[total_bits - 1]) ? tem2_cmp : tem2;  
    assign result = multiplicand[total_bits - 2:0] * multiplier[total_bits - 2:0];  
    assign tem3[total_bits - 1] = tem1[total_bits - 1] ^ tem2[total_bits - 1];  
    assign quantized_result = result[total_bits - 2 + fraction_bits:fraction_bits];  
    assign quantized_result_cmp = ~quantized_result[total_bits - 2:0] + 1'b1;   
    assign tem3[total_bits - 2:0] = (tem1[total_bits - 1] ^ tem2[total_bits - 1]) ? quantized_result_cmp : quantized_result;  
endmodule

===== constraint.sdc =====
current_design mac_unit

set clk_period 1.1
set clk_io_pct 0.2

create_clock -name clk0 -period $clk_period [get_ports {clk}]

set non_clock_inputs [all_inputs -no_clocks]
set_input_delay [expr $clk_period * $clk_io_pct] -clock clk0 $non_clock_inputs
set_output_delay [expr $clk_period * $clk_io_pct] -clock clk0 [all_outputs]

===== run.sh =====
#!/bin/bash
# OpenROAD 26Q1-2900-gdf79404cd8, Yosys 0.63+post, stock flow scripts
make -C /OpenROAD-flow-scripts/flow DESIGN_CONFIG=/design/flow/config.mk WORK_HOME=/design/flow/orfs finish

===== config.mk =====
export PLATFORM = sky130hd
export DESIGN_NAME = mac_unit
export DESIGN_NICKNAME = mac_unit
export VERILOG_FILES = /design/flow/design.v
export SDC_FILE = /design/flow/constraint.sdc
export NUM_CORES = 4
export LEC_CHECK = 1
export CORE_UTILIZATION = 40

==> qor.tcl <==
set qor(status) {complete, but fails checks}
set qor(violations) {negative setup slack}
set qor(floorplan.io_pins) 99
set qor(grt.total_usage_pct) 23.6
set qor(clock_insertion_delay_worst_skew_ns) 0.24
set qor(number_of_cells_after_detailed_placement) 1648
set qor(synth.yosys.seq_area_share_pct) 4.41
set qor(cts_sinks) 16
set qor(report.final.setup_viol) 16
set qor(io_buffers) 66
set qor(critPathMaxStageDelay_ns) 0.53
set qor(cp-start-kind) {input port}
set qor(worst_setup_path_end_kind) {flop}
set qor(floorplan.initialDensity_pct) 41.2
set qor(timing.max_slew.rel_slack_pct) 54.8
set qor(route.detailed.wl_per_inst_um) 14.5
set qor(first_pass_grt_wire_length_um) 42000
set qor(htree_num_levels) 1
set qor(yosys.stat.chipArea_um2) 9070
set qor(fp.coreArea_um2) 22000
set qor(critPathKind) {in2reg}
set qor(top_cell) {inv_1}
set qor(routed_via_density) 4.88
set qor(drt.antenna.violating_nets) 0
set qor(enable_flop_cells) 0
set qor(drt_pass1_iterations) 5
set qor(tns_ns) -113.70
set qor(grt_pass1_vias) 8582
set qor(finalHoldWorstSlack_ns) 0.298
set qor(cpMaxStageDelayCell) {fa_1}
set qor(warning_count) 45
set qor(drcViolationCount) 0
set qor(maximum_number_of_pins_on_one_net_before_global_route_repair) 17
set qor(postRouteWirelength_um) 24600
set qor(top_cells_by_area) {fa_1 36%, ha_1 13%, inv_1 7.9%, nand2_1 5.6%, nor2_1 5.2%}
set qor(grt_antenna_before_repair) 0
set qor(rsz0062_at_grt) {true}
set qor(grt.met2_usage_pct) 38.3
set qor(global_route.overflow_total) 0
set qor(async_flop_share_pct) 100
set qor(worst_clock_skew_ns) 0
set qor(synth_cells) 1061
set qor(fmaxAchievable_mhz) 113
set qor(ys_cells) 1061
set qor(postSynthAreaPerCell_um2) 8.55
set qor(fraction_of_synthesized_cell_area_taken_by_the_top_area_cell_type_pct) 36.4
set qor(cts_tree) {built}
set qor(number_of_flip_flops_in_the_largest_register) 16
set qor(synth.yosys.warnings) 5
set qor(worst-path-max-fanout) 5
set qor(postSynthRegisterBits) 16
set qor(finalCoreUtilization_pct) 59.9
set qor(gp_routability_congestion) 0.931
set qor(finalHoldViolations) 0
set qor(antenna_cells) 0
set qor(first_iter_violations) 356
set qor(die_area_um2) 23300
set qor(cts_buffers) 3
set qor(worst-endpoint-arrival_ns) 8.99
set qor(rows) 54
set qor(synth_area_um2) 9070
set qor(cts_hold_buffers) 0
set qor(timing.critical_path.max_delay_family) {adder cells}
set qor(most_instantiated_cells_after_synthesis) {192 x inv_1, 165 x fa_1, 136 x nand2_1, 126 x nor2_1, 93 x ha_1}
set qor(drive_gt1_share_pct) 32.0
set qor(post-route-worst-setup-slack_ns) -7.76
set qor(critPathRequiredTime_ns) 1.23
set qor(clock_path_buffers) 2
set qor(timing.max_cap.violations) 0
set qor(leading_registers_by_flop_count) {result x16}
set qor(regMostFlops) {result}
set qor(detailroute.via_count) 8264
set qor(groute.layer.met1.usage_pct) 34.3
set qor(die_h_um) 153
set qor(area_delta_synth_final_pct) 45.4
set qor(worst-path-buf-inv) 12
set qor(synth_top_cell_by_area) {fa_1}
set qor(cts.clk_slew.worst_paths_ns) 0.05
set qor(finalClockPeriodUsage_pct) 806
set qor(yosysUniqueCellTypes) 61
set qor(cp_common_cell) {fa_1}
set qor(globalRoute.busiestLayer) {met2}
set qor(fin_cells) 1695
set qor(width_of_the_chip_um) 153
set qor(min-delay-path-class) {in2async}
set qor(cts_root_buffer) {clkbuf_16}
set qor(period_needed_ns) 8.86
set qor(timing_worst_slew_pin_value_ns) 0.676
set qor(detailed_place_hpwl_um) 20600
set qor(synth_top_flop_cell) {dfrtp_1}
set qor(groute.layer.met3.usage_pct) 5.51
set qor(final-max-slew-violation-count) 0
cell type report:
type                            instances  area (um^2)
Timing Repair Buffer                  371         3040
Fill cell                            1822         8840
Tap cell                              280          350
Inverter                              193          734
Clock buffer                            3         75.1
Multi-Input combinational cell        832         8590
Sequential cell                        16          400
metal layers:
metal | vias to the layer above | routed length [um] | part of all wire [%]
met2 | 197 | 11400 | 46
met3 | 20 | 1580 | 6.4
met1 | 4040 | 11200 | 45
met5 | - | 0 | 0
met4 | 0 | 420 | 1.7
li1 | 4007 | - | -
cell families (layout without fill, tap and decap cells):
family / count (synthesis) / in the layout / synth area share [%]
compound gates: 107 / 107 / 8.22
xor+xnor: 95 / 95 / 9.42
fa+ha+maj: 258 / 258 / 49.2
buf+inv: 228 / 567 / 10.2
flops: 16 / 16 / 4.41
mux: 16 / 16 / 2.22
other cells: 1 / 16 / 0.0413
simple gates: 340 / 340 / 16.3
metrics by stage:
| stage | setup slack [ns] | instance area, um^2 |
|---|---|---|
| finish | -7.76 | 13200 |
| global route | -8.10 | 13200 |
| CTS | -7.75 | 12900 |
| detailed placement | -8.67 | 12000 |
| global placement | -8.64 | 12000 |
| floorplan | -8.18 | 9250 |
worst paths after layout:
path / startpoint / endpoint / slack (ns) / cells after the start
worst max-delay path: tem1[0] / result[14] / -7.76 / 39
worst min-delay path: reset / result[11] / 0.30 / 3
worst max register to register: result[8] / result[8] / 0.21 / 2
worst min register to register: result[3] / result[3] / 0.50 / 1
max in group asynchronous: reset / result[3] / 0.62 / 3
min in group clk0: result[3] / result[3] / 0.50 / 1
what timing repair did:
item                       CTS  global route
pin swaps                  113            49
resized                    158            47
buffers inserted            35            10
setup endpoints to repair   32            23
worst min-delay path: cells and delay by family:
kind     cells  cell delay, ns
buf+inv      3            0.67
layout by cell type, fill, tap and decap left out, drive strengths merged, types with 4 or more instances in the layout:
cell type	n
inv	193
and2	10
nand2	136
nand2b	7
o31ai	7
or2	6
buf	308
or3	7
a211oi	8
nand3	13
a21o	10
ha	93
a21oi	22
nor2	127
dfrtp	16
a211o	5
xnor2	57
clkdlybuf4s15	7
dlygate4sd2	16
mux2	13
xor2	38
fa	165
o22ai	4
a41oi	4
clkdlybuf4s50	40
nor3	12
or4	4
o21ai	22
conb	16
and3	4
