===== /design/flow/run.sh =====
#!/bin/bash
# OpenROAD 26Q1-2900-gdf79404cd8, Yosys 0.63+post, stock flow scripts
make -C /OpenROAD-flow-scripts/flow DESIGN_CONFIG=/design/flow/config.mk WORK_HOME=/design/flow/orfs finish

===== /design/flow/design.v =====
`timescale 1ns / 1ps
module compare#(
    parameter total_bits = 16,
    parameter Q = 12,
    parameter flag = 1
    )(
    input calculate,
    input [total_bits - 1:0] input1,
    input [total_bits - 1:0] input2,
    output [total_bits - 1:0] comp_op
    );
    wire [total_bits - 1:0] cmp_input1, cmp_input2;  
    reg [total_bits - 1:0] temp;
    assign cmp_input1 = {~input1[total_bits - 1],~input1[total_bits - 2:0] + 1'b1};
    assign cmp_input2 = {~input2[total_bits - 1],~input2[total_bits - 2:0] + 1'b1};
    assign comp_op = calculate ? temp : 'd0;
    always @(*) begin
        if(flag == 0) begin
            temp = input1 + input2; 
        end
        else begin
            if((input1[total_bits - 1] == 0) & (input2[total_bits - 1] == 0)) begin
                temp = (input1 > input2) ? input1 : input2; 
            end
            else if ((input1[total_bits - 1] == 1) & (input2[total_bits - 1] == 1)) begin
                temp = (cmp_input1 > cmp_input2) ? input2 : input1;  
            end
            else if ((input1[total_bits - 1] == 1) & (input2[total_bits - 1] == 0)) begin
                temp = input2;
            end            
            else if ((input1[total_bits - 1] == 0) & (input2[total_bits - 1] == 1)) begin
                temp = input1;
            end
        end
    end
endmodule

===== /design/flow/config.mk =====
export PLATFORM = sky130hd
export DESIGN_NAME = compare
export DESIGN_NICKNAME = compare
export VERILOG_FILES = /design/flow/design.v
export SDC_FILE = /design/flow/constraint.sdc
export NUM_CORES = 4
export LEC_CHECK = 1
export CORE_UTILIZATION = 50

===== /design/flow/constraint.sdc =====
current_design compare

set clk_period 11.8
set clk_io_pct 0.2

create_clock -name clk0 -period $clk_period

set non_clock_inputs [all_inputs -no_clocks]
set_input_delay [expr $clk_period * $clk_io_pct] -clock clk0 $non_clock_inputs
set_output_delay [expr $clk_period * $clk_io_pct] -clock clk0 [all_outputs]

==> impl_metrics.sql <==
-- flow metrics import
INSERT INTO impl_metrics (metric_group, metric, value, unit) VALUES
('run_status', 'status', 'finished, final reports clean', ''),
('logic_synthesis', 'yosysChipArea', '0.002750', 'mm2'),
('cells_and_area', 'fillCellCount', '491', ''),
('worst_setup_path', 'worstPathRequired', '9440', 'ps'),
('cells_and_area', 'areaGrowthSynthToFinish', '17.79', '%'),
('floorplanning', 'ios', '49', ''),
('place', 'io_buffer_count', '49', ''),
('logic_synthesis', 'synth.cell_area', '0.002750', 'mm2'),
('cells_and_area', 'final_layout_size_suffix_gt1_frac', '0.08060', ''),
('routing', 'vias', '2715', ''),
('logic_synthesis', 'mapped_cells', '364', ''),
('global_routing', 'global_route.usage.total', '0.2627', ''),
('routing', 'postRouteAntennaNets', '0', ''),
('logic_synthesis', 'ys_warn_count', '1', ''),
('worst_setup_path', 'timing.setup.critical_path_class', 'input port to primary output', ''),
('worst_setup_path', 'critPathMaxFanout', '16', ''),
('routing', 'number_of_remaining_drc_errors', '0', ''),
('global_routing', 'largest_net_degree_at_the_start_of_global_routing', '47', ''),
('routing', 'antenna-diode-count', '0', ''),
('routing', 'drtIter0Drc', '110', ''),
('floorplanning', 'fp-utilization', '0.5284', ''),
('final_timing', 'final-setup-viol-count', '0', ''),
('routing', 'detail_route.vias_per_cell', '5.814', ''),
('routing', 'drtPass1Iterations', '4', ''),
('global_routing', 'grt_first_pass_wirelength', '12.27', 'mm'),
('logic_synthesis', 'yosys.cell_count.top_type', 'sky130_fd_sc_hd__nand2_1', ''),
('final_timing', 'achievable-frequency', '165.4', 'MHz'),
('cells_and_area', 'largest_register_ffs', '16', ''),
('min_path', 'worst_hold_path.num_cells', '3', ''),
('logic_synthesis', 'cells_taking_the_most_area_after_synthesis', 'sky130_fd_sc_hd__ha_1, sky130_fd_sc_hd__nand2_1, sky130_fd_sc_hd__dlxtn_1', ''),
('logic_synthesis', 'yosys_cells', '364', ''),
('place', 'pre_cts_slack', '5745', 'ps'),
('final_timing', 'count_of_endpoints_without_a_timing_constraint', '16', ''),
('final_timing', 'count_of_unclocked_register_or_latch_pins', '16', ''),
('pwr', 'cellLeakagePower', '1.345', 'nW'),
('logic_synthesis', 'syn_area_per_cell', '7.555', 'um2'),
('place', 'gp_congestion', '0.8590', ''),
('cts', 'cts-hold-fix-buffers', '0', ''),
('logic_synthesis', 'synth_cell_types', '56', ''),
('logic_synthesis', 'synth.top_cell.area_share', '0.1638', ''),
('logic_synthesis', 'yosys.area.top_type', 'sky130_fd_sc_hd__ha_1', ''),
('cts', 'cts.repair_timing.setup_buffer_count', '0', ''),
('global_routing', 'grt-ovfl-total', '0', ''),
('logic_synthesis', 'post_synth_edffs', '0', ''),
('worst_setup_path', 'setup.worst_path.end_class', 'primary output', ''),
('logic_synthesis', 'netlist_top_cells_count', 'sky130_fd_sc_hd__nand2_1, sky130_fd_sc_hd__ha_1, sky130_fd_sc_hd__a21oi_1, sky130_fd_sc_hd__inv_1, sky130_fd_sc_hd__xnor2_1', ''),
('worst_setup_path', 'arrival_time_reported_for_the_critical_path_endpoint', '3690', 'ps'),
('global_routing', 'number_of_global_route_vias_before_repair', '2596', ''),
('flow_run', 'warnings', '37', ''),
('floorplanning', 'die_y', '76.17', 'um'),
('floorplanning', 'floorplan.die_area', '0.005801', 'mm2'),
('final_timing', 'final.period_utilization', '0.5125', ''),
('pwr', 'power_per_cell_area', '34.02', 'mW/mm2'),
('global_routing', 'antenna_violations_before_repair', '0', ''),
('routing', 'wl', '7.278', 'mm'),
('min_path', 'holdCritPathClass', 'input port to primary output', ''),
('final_timing', 'max_slew_headroom', '0.4594', ''),
('floorplanning', 'coreArea', '0.005205', 'mm2'),
('final_timing', 'tns_setup', '0', 'ps'),
('logic_synthesis', 'synth-main-ff-cell', 'sky130_fd_sc_hd__dlxtn_1', ''),
('place', 'detailedPlacementHpwl', '5.668', 'mm'),
('floorplanning', 'row_count', '26', ''),
('final_timing', 'grt_setup_unrepaired', 'false', ''),
('final_timing', 'final_max_slew_viol_count', '0', ''),
('flow_run', 'drv_cap', '0', ''),
('worst_setup_path', 'setup.worst_path.start_class', 'input port', ''),
('logic_synthesis', 'ys_async_sr_fraction', '0', ''),
('final_timing', 'final_hold_violations', '0', ''),
('floorplanning', 'floorplan.die.width', '76.17', 'um'),
('final_timing', 'worst_slew_pin_slew', '810.0', 'ps'),
('routing', 'routed_length_per_placed_instance', '15.58', 'um'),
('pwr', 'maximum_vdd_ir_drop', '0.02340', 'mV'),
('logic_synthesis', 'ys_seq_elements', '16', ''),
('final_timing', 'postLayoutSetupSlackWorst', '5753', 'ps'),
('final_timing', 'fin_hold_ws', '5928', 'ps'),
('final_timing', 'timing.final.crit_period', '6047', 'ps'),
('cts', 'cts_resized', '0', '');
## kinds of logic (layout without fill, tap and decap cells)
group	after synthesis	count (layout)	synth area share
adder cells (fa/ha/maj)	36	36	0.1638
XOR/XNOR	25	25	0.07962
AND-OR/OR-AND	93	93	0.2821
latches	16	16	0.08735
buffers and inverters	42	75	0.07552
multiplexers	14	14	0.05095
AND/OR/NAND/NOR	138	138	0.2607
## through the flow
| step | total power [mW] | cells | utilization | instance area (um2) |
|---|---|---|---|---|
| 2_1_floorplan | 0.07695 | 364 | - | 2750 |
| 3_3_place_gp | 0.1086 | 467 | 0.6224 | 3239 |
| 3_5_place_dp | 0.1099 | 467 | 0.6224 | 3239 |
| 4_1_cts | 0.1105 | 467 | 0.6224 | 3239 |
| 5_1_grt | 0.1220 | 467 | 0.6224 | 3239 |
| 6_report | 0.1102 | 467 | 0.6224 | 3239 |
## worst max-delay path: stages
cell	delay (ps)
sky130_fd_sc_hd__clkdlybuf4s50_1	680
sky130_fd_sc_hd__and2_1	190
sky130_fd_sc_hd__clkdlybuf4s50_1	460
## path summary, 6_finish.rpt
path	start	endpoint	slack (ps)
max	calculate	comp_op[1]	5750
min	calculate	comp_op[11]	5930
## layout make-up
class | instances | area (um2) | share of cell area
Inverter | 22 | 82.58 | 0.02549
Sequential cell | 16 | 240.2 | 0.07416
Tap cell | 70 | 87.58 | 0.02704
Timing Repair Buffer | 53 | 520.5 | 0.1607
Multi-Input combinational cell | 306 | 2308 | 0.7126
## where the power goes
| part | switching, mW | leakage (nW) | internal (mW) |
|---|---|---|---|
| Sequential | 0.000145 | 0.130 | 0.00397 |
| Combinational | 0.0578 | 1.22 | 0.0482 |
| Clock | 0 | 0 | 0 |
| Total | 0.0580 | 1.35 | 0.0522 |
## layer usage
| layer | track usage | wire length, um |
|---|---|---|
| met1 | 0.3689 | 3524 |
| met2 | 0.4618 | 3455 |
| met3 | 0.007299 | 222 |
| met4 | 0.04038 | 75 |
| met5 | 0 | 0 |
## layout by cell type, fill, tap and decap left out, drive strengths merged, types with 2 or more instances in the layout
master         instances
a21o                   2
nand2                 66
a221oi                 2
xor2                   4
nor2                  11
nand4                  7
buf                    4
o21ai                  6
and2                  19
o2bb2ai               14
clkdlybuf4s50         49
nor2b                  6
a211o                  2
nand3                  6
nor4                   2
ha                    36
nor3                  10
dlxtn                 16
a21oi                 24
or3                    3
a31o                  14
a31oi                  2
a32oi                 14
mux2i                 14
o211ai                 5
nor3b                  2
inv                   22
xnor2                 21
No activity file was given, so power comes from the tool's default toggle rates.
