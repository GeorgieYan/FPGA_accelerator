==> ./run.sh <==
#!/bin/bash
# OpenROAD 26Q1-2900-gdf79404cd8, Yosys 0.63+post, stock flow scripts
make -C /OpenROAD-flow-scripts/flow DESIGN_CONFIG=/design/flow/config.mk WORK_HOME=/design/flow/orfs finish
==> ./config.mk <==
export PLATFORM = sky130hd
export DESIGN_NAME = activation
export DESIGN_NICKNAME = activation
export VERILOG_FILES = /design/flow/design.v
export SDC_FILE = /design/flow/constraint.sdc
export NUM_CORES = 4
export LEC_CHECK = 1
export CORE_AREA = 10 10 70 70
export DIE_AREA = 0 0 80 80
==> ./design.v <==
`timescale 1ns / 1ps
module activation(
    input [31:0] relu_input,
    output [31:0] relu_output
    );
    assign relu_output = (relu_input[31] == 0)? relu_input : 0; 
endmodule
==> ./constraint.sdc <==
current_design activation

set clk_period 1.0
set clk_io_pct 0.2

create_clock -name clk0 -period $clk_period

set non_clock_inputs [all_inputs -no_clocks]
set_input_delay [expr $clk_period * $clk_io_pct] -clock clk0 $non_clock_inputs
set_output_delay [expr $clk_period * $clk_io_pct] -clock clk0 [all_outputs]
==> summary.json <==
{
  "detail_route.iter0.violations": 9,
  "wire_length_of_the_first_global_routing_pass_um": 2710,
  "ctsResizeCount": 133,
  "hold_path.class": "input port to output pin",
  "post-route-drc-count": 0,
  "routed_via_density": 3.14,
  "max_cap_viol": 0,
  "grt_overflow": 0,
  "synthesis.area_per_instance_sq_um": 6.64,
  "synthesis.area_sq_um": 239,
  "dr.pass1.iters": 2,
  "yosys_cells": 36,
  "yosysTopAreaCell": "sky130_fd_sc_hd__nor2b_1",
  "critical_path_arrival_ns": 0.72,
  "critical_path.endpoint_type": "output pin",
  "post_place_setup_slack_ns": -0.650,
  "run_status": "complete, no violations",
  "post_layout_period_usage_pct": 91.5,
  "crit_fanout": 7,
  "maxClockFrequency_mhz": 1090,
  "stage_log_warnings": 32,
  "grt_util_all_layers_pct": 5.15,
  "synthesis.instances": 36,
  "core_area_sq_um": 3420,
  "yosysWarningCount": 0,
  "critical_path.startpoint_type": "input port",
  "post-dp-hpwl_um": 1550,
  "area_growth_pct": 205,
  "nClkBuffers": 0,
  "floorplan.core_util_pct": 7.00,
  "synth_top_area_share_pct": 81.2,
  "std_cell_rows": 21,
  "synth_cell_types": 4,
  "drt-total-wl_um": 1810,
  "timing_worst_setup_path_type": "input port to output pin",
  "port-buffer-count": 63,
  "post_route_cells_drive_above_1_share_pct": 36.4,
  "leakagePower_uw": 0.000409,
  "antenna_violations_before_repair": 0,
  "rsz_0062_raised_after_global_routing": "no",
  "i_o_pin_count": 64,
  "wl_per_cell_um": 12.5,
  "holdWs_ns": 0.781,
  "fill_cells": 416,
  "total_power_uw": 205,
  "die_y_um": 80,
  "num_vias": 455,
  "finalSetupViolCount": 0,
  "yosys_area_sq_um": 239,
  "die-width_um": 80,
  "min_period_ns": 0.915,
  "die-area_sq_um": 6400,
  "number_of_hold_slack_violations_in_the_final_timing_report": 0,
  "grt_pass1_vias": 508,
  "regArea_sq_um": 0,
  "power_density_nw_per_um2": 281,
  "detail-route-antenna-nets": 0,
  "ys_seq_share_pct": 0,
  "report.final.slew_viol_count": 0,
  "grt_start_max_net_pins": 10,
  "timing.final.ws_setup_ns": 0.0847,
  "gpl.final_weighted_congestion": 0.713,
  "route.antenna.diode_count": 0,
  "post_synth_main_area_contributors": "sky130_fd_sc_hd__nor2b_1 (81%), sky130_fd_sc_hd__buf_6 (14%), sky130_fd_sc_hd__buf_4 (3.1%), sky130_fd_sc_hd__conb_1 (1.6%)",
  "cts_post_setup_buffers_inserted": 0,
  "n_sequential_cell": 0,
  "holdBufCountCts": 0,
  "crit_required_ns": 0.80,
  "power.ir.vdd_worst_uv": 109
}
where the power goes:
group	total (uW)	internal [uW]	leakage [uW]	switching, uW
logic	205	147	0.000409	57.8
registers	0	0	0	0
clock network	0	0	0	0
cell usage after synthesis:
master,instances
sky130_fd_sc_hd__buf_4,1
sky130_fd_sc_hd__buf_6,3
sky130_fd_sc_hd__nor2b_1,31
sky130_fd_sc_hd__conb_1,1
cell usage in the layout (no fill, tap or decap):
cell	synthesis	layout
sky130_fd_sc_hd__buf_2	0	32
sky130_fd_sc_hd__buf_4	1	1
sky130_fd_sc_hd__buf_6	3	3
sky130_fd_sc_hd__conb_1	1	1
sky130_fd_sc_hd__dlygate4sd2_1	0	31
sky130_fd_sc_hd__nor2b_1	31	31
metrics by stage:
stage / instance area [sq um] / setup TNS [ns] / instances / util, %
2_1_floorplan: 239 / 0 / 36 / -
3_3_place_gp: 901 / -18.92 / 143 / 26.4
3_5_place_dp: 901 / -19.33 / 143 / 26.4
4_1_cts: 728 / 0 / 145 / 21.3
5_1_grt: 728 / 0 / 145 / 21.3
6_report: 728 / 0 / 145 / 21.3
layout make-up:
| cell class | count | area (sq um) | share of cell area, % |
|---|---|---|---|
| repair buffers | 67 | 473 | 64.9 |
| multi-input cells | 32 | 198 | 27.1 |
| well taps | 46 | 57.6 | 7.90 |
critical path, stage by stage:
cell and delay, ns:
sky130_fd_sc_hd__buf_2 0.14, sky130_fd_sc_hd__buf_4 0.16, sky130_fd_sc_hd__nor2b_1 0.11, sky130_fd_sc_hd__buf_2 0.10
kinds of logic (layout without fill, tap and decap cells):
group | count (synthesis) | after routing | share of synthesized area (%)
other cells | 1 | 1 | 1.57
simple gates | 31 | 31 | 81.2
buf+inv | 4 | 67 | 17.3
routing by layer:
metal  track usage [%]  wire [um]  vias up
met5                 0          0        -
met4                 0          0        0
met3              1.82        189        0
met2              9.31        904       30
met1              6.00        712      197
li1                  -          -      228
worst paths after layout:
path | slack [ns] | start | end | depth (start not counted)
max | 0.08 | relu_input[31] | relu_output[10] | 4
min | 0.78 | relu_input[15] | relu_output[15] | 3
Power is estimated from default activity; no workload was simulated.
